<file path="flow/config.mk">
export PLATFORM = sky130hd
export DESIGN_NAME = led_pwm_driver
export DESIGN_NICKNAME = led_pwm_driver
export VERILOG_FILES = /design/flow/design.v
export SDC_FILE = /design/flow/constraint.sdc
export NUM_CORES = 4
export LEC_CHECK = 1
export CORE_UTILIZATION = 50
</file>
<file path="flow/constraint.sdc">
current_design led_pwm_driver

set clk_period 11.2
set clk_io_pct 0.2

create_clock -name clk0 -period $clk_period [get_ports {i_clk}]

set non_clock_inputs [all_inputs -no_clocks]
set_input_delay [expr $clk_period * $clk_io_pct] -clock clk0 $non_clock_inputs
set_output_delay [expr $clk_period * $clk_io_pct] -clock clk0 [all_outputs]
</file>
<file path="flow/design.v">
module led_pwm_driver(i_clk, i_srst, i_color_led_red_value, i_color_led_green_value,
	i_color_led_blue_value, i_basic_led_lumin_value,
	eo_color_leds_r, eo_color_leds_g, eo_color_leds_b, eo_basic_leds_l);
parameter integer parm_color_led_count = 4;
parameter integer parm_basic_led_count = 4;
parameter integer parm_FCLK = 40_000_000;
parameter integer parm_pwm_period_milliseconds = 10;
localparam integer c_color_value_upper = 8 * parm_color_led_count - 1;
localparam integer c_basic_value_upper = 8 * parm_basic_led_count - 1;
localparam integer c_color_count_upper = parm_color_led_count - 1;
localparam integer c_basic_count_upper = parm_basic_led_count - 1;
input wire i_clk;
input wire i_srst;
input wire [c_color_value_upper:0] i_color_led_red_value;
input wire [c_color_value_upper:0] i_color_led_green_value;
input wire [c_color_value_upper:0] i_color_led_blue_value;
input wire [c_basic_value_upper:0] i_basic_led_lumin_value;
output reg [c_color_count_upper:0] eo_color_leds_r;
output reg [c_color_count_upper:0] eo_color_leds_g;
output reg [c_color_count_upper:0] eo_color_leds_b;
output reg [c_basic_count_upper:0] eo_basic_leds_l;
localparam integer c_pwm_period_ms = parm_FCLK / 1000 * parm_pwm_period_milliseconds;
localparam integer c_pwm_color_max_duty_cycle = c_pwm_period_ms / 10 * 8;
localparam integer c_pwm_color_max_duty_cycle_ratioed = c_pwm_color_max_duty_cycle / 255;
localparam integer c_pwm_basic_max_duty_cycle = c_pwm_period_ms / 10 * 9;
localparam integer c_pwm_basic_max_duty_cycle_ratioed = c_pwm_basic_max_duty_cycle / 255;
localparam c_filament_on_value = 1'b1;
localparam c_filament_off_value = 1'b0;
generate
	genvar redidx;
	for (redidx = 0; redidx < parm_color_led_count; redidx = redidx + 1) begin: redloop
		integer s_color_red_pwm_period_count;
		integer s_color_red_pwm_duty_cycles;
		integer s_color_red_pwm_duty_cycles_1;
		integer s_color_red_pwm_duty_cycles_2;
        reg [7:0] s_color_led_red_value_0;
		always @(posedge i_clk)
		begin: p_operate_color_red_pwm
			if (i_srst) begin
				eo_color_leds_r[redidx] <= c_filament_off_value;
				s_color_red_pwm_period_count <= c_pwm_period_ms - 1;
				s_color_red_pwm_duty_cycles <= 0;
				s_color_led_red_value_0 <= 8'h00;
				s_color_red_pwm_duty_cycles_1 <= 0;
				s_color_red_pwm_duty_cycles_2 <= 0;
			end else begin
				if (s_color_red_pwm_period_count > 0) begin
					if (s_color_red_pwm_period_count < s_color_red_pwm_duty_cycles)
						eo_color_leds_r[redidx] <= c_filament_on_value;
					else
						eo_color_leds_r[redidx] <= c_filament_off_value;
					s_color_red_pwm_period_count <= s_color_red_pwm_period_count - 1;
				end else begin
					eo_color_leds_r[redidx] <= c_filament_on_value;
					s_color_red_pwm_period_count <= c_pwm_period_ms - 1;
					s_color_red_pwm_duty_cycles <= s_color_red_pwm_duty_cycles_2;
				end
				s_color_led_red_value_0 <= i_color_led_red_value[(redidx * 8 + 7)-:8];
				s_color_red_pwm_duty_cycles_1 <= c_pwm_color_max_duty_cycle_ratioed * s_color_led_red_value_0;
				s_color_red_pwm_duty_cycles_2 <= s_color_red_pwm_duty_cycles_1;
			end
		end
	end
endgenerate
generate
	genvar greenidx;
	for (greenidx = 0; greenidx < parm_color_led_count; greenidx = greenidx + 1) begin: greenloop
		integer s_color_green_pwm_period_count;
		integer s_color_green_pwm_duty_cycles;
		integer s_color_green_pwm_duty_cycles_1;
		integer s_color_green_pwm_duty_cycles_2;
        reg [7:0] s_color_led_green_value_0;
		always @(posedge i_clk)
		begin: p_operate_color_green_pwm
			if (i_srst) begin
				eo_color_leds_g[greenidx] <= c_filament_off_value;
				s_color_green_pwm_period_count <= c_pwm_period_ms - 1;
				s_color_green_pwm_duty_cycles <= 0;
				s_color_led_green_value_0 <= 8'h00;
				s_color_green_pwm_duty_cycles_1 <= 0;
				s_color_green_pwm_duty_cycles_2 <= 0;
			end else begin
				if (s_color_green_pwm_period_count > 0) begin
					if (s_color_green_pwm_period_count < s_color_green_pwm_duty_cycles)
						eo_color_leds_g[greenidx] <= c_filament_on_value;
					else
						eo_color_leds_g[greenidx] <= c_filament_off_value;
					s_color_green_pwm_period_count <= s_color_green_pwm_period_count - 1;
				end else begin
					eo_color_leds_g[greenidx] <= c_filament_on_value;
					s_color_green_pwm_period_count <= c_pwm_period_ms - 1;
					s_color_green_pwm_duty_cycles <= s_color_green_pwm_duty_cycles_2;
				end
				s_color_led_green_value_0 <= i_color_led_green_value[(greenidx * 8 + 7)-:8];
				s_color_green_pwm_duty_cycles_1 <= c_pwm_color_max_duty_cycle_ratioed * s_color_led_green_value_0;
				s_color_green_pwm_duty_cycles_2 <= s_color_green_pwm_duty_cycles_1;
			end
		end
	end
endgenerate
generate
	genvar blueidx;
	for (blueidx = 0; blueidx < parm_color_led_count; blueidx = blueidx + 1) begin: blueloop
		integer s_color_blue_pwm_period_count;
		integer s_color_blue_pwm_duty_cycles;
		integer s_color_blue_pwm_duty_cycles_1;
		integer s_color_blue_pwm_duty_cycles_2;
        reg [7:0] s_color_led_blue_value_0;
		always @(posedge i_clk)
		begin: p_operate_color_blue_pwm
			if (i_srst) begin
				eo_color_leds_b[blueidx] <= c_filament_off_value;
				s_color_blue_pwm_period_count <= c_pwm_period_ms - 1;
				s_color_blue_pwm_duty_cycles <= 0;
				s_color_led_blue_value_0 <= 8'h00;
				s_color_blue_pwm_duty_cycles_1 <= 0;
				s_color_blue_pwm_duty_cycles_2 <= 0;
			end else begin
				if (s_color_blue_pwm_period_count > 0) begin
					if (s_color_blue_pwm_period_count < s_color_blue_pwm_duty_cycles)
						eo_color_leds_b[blueidx] <= c_filament_on_value;
					else
						eo_color_leds_b[blueidx] <= c_filament_off_value;
					s_color_blue_pwm_period_count <= s_color_blue_pwm_period_count - 1;
				end else begin
					eo_color_leds_b[blueidx] <= c_filament_on_value;
					s_color_blue_pwm_period_count <= c_pwm_period_ms - 1;
					s_color_blue_pwm_duty_cycles <= s_color_blue_pwm_duty_cycles_2;
				end
				s_color_led_blue_value_0 <= i_color_led_blue_value[(blueidx * 8 + 7)-:8];
				s_color_blue_pwm_duty_cycles_1 <= c_pwm_color_max_duty_cycle_ratioed * s_color_led_blue_value_0;
				s_color_blue_pwm_duty_cycles_2 <= s_color_blue_pwm_duty_cycles_1;
			end
		end
	end
endgenerate
generate
	genvar basicidx;
	for (basicidx = 0; basicidx < parm_basic_led_count; basicidx = basicidx + 1) begin: basicloop
		integer s_basic_lumin_pwm_period_count;
		integer s_basic_lumin_pwm_duty_cycles;
		integer s_basic_lumin_pwm_duty_cycles_1;
		integer s_basic_lumin_pwm_duty_cycles_2;
        reg [7:0] s_basic_led_lumin_value_0;
		always @(posedge i_clk)
		begin: p_operate_basic_lumin_pwm
			if (i_srst) begin
				eo_basic_leds_l[basicidx] <= c_filament_off_value;
				s_basic_lumin_pwm_period_count <= c_pwm_period_ms - 1;
				s_basic_lumin_pwm_duty_cycles <= 0;
				s_basic_led_lumin_value_0 <= 8'h00;
				s_basic_lumin_pwm_duty_cycles_1 <= 0;
				s_basic_lumin_pwm_duty_cycles_2 <= 0;
			end else begin
				if (s_basic_lumin_pwm_period_count > 0) begin
					if (s_basic_lumin_pwm_period_count < s_basic_lumin_pwm_duty_cycles)
						eo_basic_leds_l[basicidx] <= c_filament_on_value;
					else
						eo_basic_leds_l[basicidx] <= c_filament_off_value;
					s_basic_lumin_pwm_period_count <= s_basic_lumin_pwm_period_count - 1;
				end else begin
					eo_basic_leds_l[basicidx] <= c_filament_on_value;
					s_basic_lumin_pwm_period_count <= c_pwm_period_ms - 1;
					s_basic_lumin_pwm_duty_cycles <= s_basic_lumin_pwm_duty_cycles_2;
				end
				s_basic_led_lumin_value_0 <= i_basic_led_lumin_value[(basicidx * 8 + 7)-:8];
				s_basic_lumin_pwm_duty_cycles_1 <= c_pwm_basic_max_duty_cycle_ratioed * s_basic_led_lumin_value_0;
				s_basic_lumin_pwm_duty_cycles_2 <= s_basic_lumin_pwm_duty_cycles_1;
			end
		end
	end
endgenerate
endmodule
</file>
<file path="flow/run.sh">
#!/bin/bash
# OpenROAD 26Q1-2900-gdf79404cd8, Yosys 0.63+post, stock flow scripts
make -C /OpenROAD-flow-scripts/flow DESIGN_CONFIG=/design/flow/config.mk WORK_HOME=/design/flow/orfs finish
</file>
==> node_exporter_impl.prom <==
# HELP chip_impl_metric Metrics from one implementation run
# TYPE chip_impl_metric gauge
chip_impl_metric{name="yosys.stat.chipArea",unit="um2"} 79100
chip_impl_metric{name="crit_path_max_fanout",unit=""} 72
chip_impl_metric{name="floorplan.rows",unit=""} 145
chip_impl_metric{name="synth.ff_latch_count",unit=""} 1532
chip_impl_metric{name="tritoncts.num_buffers",unit=""} 166
chip_impl_info{name="regToRegEndpoint",value="greenloop[1].s_color_green_pwm_duty_cycles_1[15]$_SDFF_PP0_"} 1
chip_impl_metric{name="stdcell_area",unit="um2"} 88200
chip_impl_info{name="hold_class",value="flip-flop to flip-flop"} 1
chip_impl_metric{name="avg_wl_per_cell",unit="um"} 12.6
chip_impl_metric{name="totalWireLength",unit="mm"} 136
chip_impl_metric{name="grtUsageTotal",unit="%"} 18.0
chip_impl_metric{name="fp.dieH",unit="um"} 400
chip_impl_metric{name="worstSkewPairLatency",unit="ns"} 0.78
chip_impl_metric{name="cts_post_setup_buffers_inserted",unit=""} 0
chip_impl_metric{name="worstMarginPinSlew",unit="ns"} 0.872
chip_impl_metric{name="skew",unit="ns"} 0.0298
chip_impl_metric{name="finalWorstPathRequiredPeriod",unit="ns"} 4.94
chip_impl_metric{name="worst_slew_margin_rel",unit="%"} 41.9
chip_impl_metric{name="overflow",unit=""} 0
chip_impl_metric{name="numClockSinks",unit=""} 1532
chip_impl_metric{name="cp_data_arrival_time",unit="ns"} 5.57
chip_impl_metric{name="dieArea",unit="um2"} 160000
chip_impl_metric{name="cap_violations",unit=""} 0
chip_impl_metric{name="drt_pass1_iterations",unit=""} 6
chip_impl_metric{name="avgViaCountPerCell",unit=""} 4.93
chip_impl_metric{name="mux_share",unit="%"} 2.12
chip_impl_metric{name="dp_hpwl",unit="mm"} 98.7
chip_impl_metric{name="fp_util",unit="%"} 50.5
chip_impl_metric{name="flow.area_growth_from_synthesis",unit="%"} 11.6
chip_impl_metric{name="finalHoldViolations",unit=""} 0
chip_impl_metric{name="boundaryPins",unit=""} 146
chip_impl_info{name="cp_cell_sequence",value="buf_8 > buf_4 > buf_4 > buf_4 > buf_4 > or4_1 > a21oi_1 > o2111ai_1 > o22ai_1"} 1
chip_impl_metric{name="hold-path-cell-count",unit=""} 1
chip_impl_metric{name="setup-tns-final",unit="ns"} 0
chip_impl_metric{name="reg2reg_setup_slack",unit="ns"} 6.66
chip_impl_metric{name="ys_sh_aoi",unit="%"} 7.79
chip_impl_info{name="cts_root_buffer",value="sky130_fd_sc_hd__clkbuf_16"} 1
chip_impl_metric{name="first_global_vias",unit=""} 50300
chip_impl_metric{name="dpl_cell_area",unit="um2"} 82500
chip_impl_metric{name="final_cycle_utilization_of_the_critical_path",unit="%"} 44.2
chip_impl_info{name="timing.setup.critical_path_class",value="input port to flip-flop"} 1
chip_impl_metric{name="ctsLongestPathBuffers",unit=""} 3
chip_impl_info{name="lay_top_cells",value="1532 x sky130_fd_sc_hd__dfxtp_1, 1015 x sky130_fd_sc_hd__ha_1, 866 x sky130_fd_sc_hd__inv_1"} 1
chip_impl_metric{name="ys.warnings.count",unit=""} 1
chip_impl_info{name="setup.worst_path.start_class",value="input port"} 1
chip_impl_metric{name="worst_setup_hold_path_clk_slew",unit="ns"} 0.06
chip_impl_info{name="worst_r2r_startpoint",value="greenloop[1].s_color_led_green_value_0[6]$_SDFF_PP0_"} 1
chip_impl_info{name="critical_path.slowest_cell",value="sky130_fd_sc_hd__buf_4"} 1
chip_impl_metric{name="drc_violations",unit=""} 0
chip_impl_metric{name="edf_count",unit=""} 0
chip_impl_metric{name="antenna_found_initial",unit=""} 5
chip_impl_metric{name="postCtsResizedCells",unit=""} 0
chip_impl_metric{name="yosysUniqueCellTypes",unit=""} 91
chip_impl_metric{name="die-width",unit="um"} 400
chip_impl_metric{name="coreArea",unit="um2"} 157000
chip_impl_metric{name="stage_log_warnings",unit=""} 46
chip_impl_info{name="cp_common_cell",value="sky130_fd_sc_hd__buf_4"} 1
chip_impl_info{name="hold_start",value="greenloop[2].s_color_green_pwm_period_count[0]$_SDFF_PP1_"} 1
chip_impl_metric{name="post_synth_instance_area",unit="um2"} 79100
chip_impl_metric{name="yosys_cells",unit=""} 8462
chip_impl_info{name="critical_path.endpoint_type",value="flip-flop"} 1
chip_impl_info{name="top_comb_family_area",value="adder cells"} 1
chip_impl_metric{name="grt_max_degree",unit=""} 149
chip_impl_metric{name="cts_htree_levels",unit=""} 4
chip_impl_metric{name="final_antenna_net_count",unit=""} 0
chip_impl_metric{name="power_per_cell_area",unit="nW/um2"} 153
chip_impl_metric{name="totalPowerFinal",unit="mW"} 13.5
chip_impl_metric{name="fin_util",unit="%"} 56.3
chip_impl_info{name="capture_endpoint_of_the_worst_hold_path",value="greenloop[2].s_color_green_pwm_period_count[0]$_SDFF_PP1_"} 1
chip_impl_metric{name="required_time_of_the_critical_path",unit="ns"} 11.82
chip_impl_metric{name="postSynth.asyncResetShare",unit="%"} 0
chip_impl_info{name="rsz0062_at_grt",value="false"} 1
chip_impl_info{name="final_common_cell",value="sky130_fd_sc_hd__dfxtp_1"} 1
chip_impl_metric{name="placed_cells_incl_taps",unit=""} 10500
chip_impl_metric{name="cp_slowest_stage_delay",unit="ns"} 0.68
chip_impl_metric{name="detailroute.via_count",unit=""} 53100
chip_impl_metric{name="post_cts_hold_buffer_count",unit=""} 0
chip_impl_metric{name="synthCells",unit=""} 8462
chip_impl_metric{name="grt_first_pass_wirelength",unit="mm"} 236
chip_impl_metric{name="iteration_0_drc_markers",unit=""} 2016
chip_impl_metric{name="static-leakage-power",unit="nW"} 38.7
chip_impl_metric{name="postSynthAreaPerCell",unit="um2"} 9.34
chip_impl_metric{name="worst_ir_drop_vdd",unit="V"} 0.000149
chip_impl_metric{name="synth-seq-area-share",unit="%"} 38.8
chip_impl_metric{name="slew_viol_final",unit=""} 0
chip_impl_metric{name="place.port_buffers",unit=""} 145
chip_impl_metric{name="final_cells",unit=""} 10800
chip_impl_info{name="outcome",value="finished, final reports clean"} 1
chip_impl_metric{name="setup-violations-final",unit=""} 0
chip_impl_info{name="cts_tree",value="built"} 1
chip_impl_metric{name="drive_above_1_share",unit="%"} 5.18
chip_impl_info{name="synth-main-ff-cell",value="sky130_fd_sc_hd__dfxtp_1"} 1
chip_impl_metric{name="gp_congestion",unit=""} 0.863
chip_impl_metric{name="synth-simple-area-share",unit="%"} 18.5
chip_impl_metric{name="yosys.area_share.adder",unit="%"} 22.0
chip_impl_metric{name="synth.cellmix.xorXnorShare",unit="%"} 5.45
chip_impl_metric{name="worst_case_reg_to_reg_path_depth",unit=""} 16
chip_impl_metric{name="clock.fmax",unit="GHz"} 0.202
==> power breakdown <==
group	leakage, nW	internal, mW	switching, mW	total, mW
logic	23.4	0.901	1.05	1.95
registers	12.5	5.80	0.122	5.92
clock network	2.78	3.39	2.21	5.60
total	38.7	10.1	3.38	13.5
==> synth_stat cells, types with 43 or more instances <==
master                     instances  area, um2
sky130_fd_sc_hd__nand3_1          90        450
sky130_fd_sc_hd__fa_1            235       4700
sky130_fd_sc_hd__mux2i_1         128       1280
sky130_fd_sc_hd__or3_1           101        632
sky130_fd_sc_hd__nor3_1          210       1050
sky130_fd_sc_hd__nand2b_1         49        307
sky130_fd_sc_hd__or2_2            43        269
sky130_fd_sc_hd__nor2_1          841       3160
sky130_fd_sc_hd__xnor2_1         323       2830
sky130_fd_sc_hd__nor2b_1         544       3400
sky130_fd_sc_hd__nand4_1          58        363
sky130_fd_sc_hd__xor2_1          169       1480
sky130_fd_sc_hd__inv_1           866       3250
sky130_fd_sc_hd__dfxtp_1        1532      30700
sky130_fd_sc_hd__clkbuf_1        167        627
sky130_fd_sc_hd__nor4_1           98        613
sky130_fd_sc_hd__nand2_1         698       2620
sky130_fd_sc_hd__ha_1           1015      12700
sky130_fd_sc_hd__or4_1            70        526
sky130_fd_sc_hd__a21o_1          142       1070
sky130_fd_sc_hd__o21ai_0         143        716
sky130_fd_sc_hd__a21oi_1         405       2030
==> how the worst max path moves through the flow <==
stage / startpoint / endpoint / slack, ns / cells after the start
4_1_cts: i_srst / eo_color_leds_g[3]$_SDFF_PP0_ / 6.26 / 9
5_1_grt: i_srst / eo_color_leds_g[3]$_SDFF_PP0_ / 5.97 / 9
6_report: i_srst / eo_color_leds_g[3]$_SDFF_PP0_ / 6.26 / 9
==> layer usage <==
metal / share of wire (%) / vias to the layer above / global-route usage [%]
met2: 42 / 528 / 26.7
met1: 52 / 23900 / 29.1
met3: 3.8 / 182 / 3.12
li1: - / 28500 / -
met5: 0.092 / - / 0.484
met4: 1.9 / 6 / 3.01
==> registers in the layout, indices dropped and copies added, names as in the netlist, 72 cells and up <==
register and flops:
greenloop.s_color_green_pwm_period_count 128, redloop.s_color_red_pwm_duty_cycles_2 72, greenloop.s_color_green_pwm_duty_cycles 72, redloop.s_color_red_pwm_duty_cycles_1 72
basicloop.s_basic_lumin_pwm_duty_cycles_2 76, redloop.s_color_red_pwm_duty_cycles 72, redloop.s_color_red_pwm_period_count 128, blueloop.s_color_blue_pwm_duty_cycles_1 72
basicloop.s_basic_lumin_pwm_duty_cycles 76, basicloop.s_basic_lumin_pwm_period_count 128, blueloop.s_color_blue_pwm_duty_cycles_2 72, greenloop.s_color_green_pwm_duty_cycles_1 72
blueloop.s_color_blue_pwm_period_count 128, blueloop.s_color_blue_pwm_duty_cycles 72, basicloop.s_basic_lumin_pwm_duty_cycles_1 76, greenloop.s_color_green_pwm_duty_cycles_2 72
==> final cells by class <==
type | count | area [um2]
clock buffers | 227 | 4790
diodes | 1 | 2.50
inverters | 866 | 3250
repair buffers | 192 | 1820
multi-input cells | 5840 | 44200
well taps | 2058 | 2570
fillers | 13500 | 68400
flip-flops and latches | 1532 | 30700
clock inverters | 73 | 906
==> critical path, delay by kind of cell <==
kind,cells,cell delay (ns)
AOI/OAI and AO/OA,3,0.23
buffers and inverters,5,2.76
and+or+nand+nor,1,0.20
==> per-stage QoR <==
step / hold WS (ns) / setup WS (ns)
final: 0.398 / 6.26
after floorplan: 0.366 / 7.00
after detailed placement: 0.383 / 5.41
after global placement: 0.380 / 5.43
after CTS: 0.401 / 6.26
after global routing: 0.410 / 5.97
==> logic make-up (layout without fill, tap and decap cells) <==
family,count (synthesis),count (layout)
DFF,1532,1532
buffers and inverters,1090,1358
and+or+nand+nor,2944,2944
other,0,1
xor gates and xnor gates,492,492
AOI/OAI and AO/OA,991,991
adders and majority gates,1250,1250
muxes,163,163
Power and IR drop assume default switching activity.
